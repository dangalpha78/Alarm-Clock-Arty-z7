File: config.mk
export PLATFORM = sky130hd
export DESIGN_NAME = clock
export DESIGN_NICKNAME = clock
export VERILOG_FILES = /design/flow/design.v
export SDC_FILE = /design/flow/constraint.sdc
export NUM_CORES = 4
export LEC_CHECK = 1
export CORE_UTILIZATION = 40
export SYNTH_HDL_FRONTEND = slang
File: constraint.sdc
current_design clock

set clk_period 3.8
set clk_io_pct 0.2

create_clock -name clk0 -period $clk_period [get_ports {clk}]

set non_clock_inputs [all_inputs -no_clocks]
set_input_delay [expr $clk_period * $clk_io_pct] -clock clk0 $non_clock_inputs
set_output_delay [expr $clk_period * $clk_io_pct] -clock clk0 [all_outputs]
File: design.v
`timescale 1ns / 1ps
module DisplaySegment(
input clk,
input [5:0]hour,[5:0]min,
output reg [0:6]dig,
output reg [4:1]select
);
reg [13:0]counter;
wire [0:6]dig1,dig2,dig3,dig4;
function [3:0] mod_10;
input [5:0] number;
begin
mod_10 = (number >=50) ? 5 : ((number >= 40)? 4 :((number >= 30)? 3 :((number >= 20)? 2 :((number >= 10)? 1 :0))));
end
endfunction
segment min0(.number(min - mod_10(min)*10),.segments(dig1));
segment min1(.number(mod_10(min)),.segments(dig2));
segment hrs0(.number(hour - mod_10(hour)*10),.segments(dig3));
segment hrs1(.number(mod_10(hour)),.segments(dig4));
always@ (posedge clk)
begin
    counter <= counter + 1;
end
always@ (*)
begin
    case(counter[13:12])
    2'b00: 
    begin
        dig = dig1;
        select = 4'b0001;
    end
    2'b01: 
    begin
        dig = dig2;
        select = 4'b0010;
    end
    2'b10: 
    begin
        dig = dig3;
        select = 4'b0100;
    end
    2'b11: 
    begin
        dig = dig4;
        select = 4'b1000;
    end        
    endcase
end
endmodule
`timescale 1ns / 1ps
module clock(
input clk,
input reset, 
input [1:0] btn,
input setclk_reset,
input [1:0]sw,
output wire [0:6] seg0, 
output wire [4:1] select,
output wire [0:6] seg1,
output wire [4:1] select1,
output reg led,
output reg led4_b,
output reg led5_b
);
reg [30:0] count;
reg [30:0] set_count;
reg [5:0] hours;
reg [5:0] minutes;
reg [5:0] seconds;
reg [5:0] set_hours;
reg [5:0] set_minutes;
DisplaySegment trai(.clk(clk),.hour(hours),.min(minutes),.dig(seg0),.select(select));
DisplaySegment phai(.clk(clk),.hour(set_hours),.min(set_minutes),.dig(seg1),.select(select1));
always@(posedge clk)
begin
    if (reset) begin
        seconds <=0 ;
        minutes <= 0;
        hours <= 0;
        count <= 0;
    end
    else begin
    if (count == 125000000)
    begin
    count <= 0;
    led <= ~led;
        if (seconds == 6'd59) begin
            seconds <= 0;
            if(minutes == 6'd59) begin
                minutes <= 0;
                if(hours == 6'd23) begin
                    hours <= 0;
                end
                else hours <= hours + 1;
            end
            else minutes <= minutes + 1;
        end
        else seconds <= seconds + 1;
    end
    else count <= count + 1;
    if (sw == 2'b01) begin
        if (minutes == set_minutes && hours == set_hours)
            begin
            led4_b <= 1'b1;
            led5_b <= 1'b1;
            end
        else
            begin
            led4_b <= 1'b0;
            led5_b <= 1'b0;
            end 
    end
    else if(sw == 2'b10) begin
        hours <= set_hours;
        minutes<=set_minutes;
    end
    else begin
        led4_b <= 1'b0;
        led5_b <= 1'b0;
    end
    end
end
always @(posedge clk)
begin
    if(setclk_reset) begin
        set_minutes <= 0;
        set_hours <= 0;
    end
    else begin
        case(btn)
        2'b10:
        begin
            set_count <= set_count + 1;
            if (set_count == 62500000) begin
                if (set_hours == 6'd23) set_hours <= 6'd0; 
                else set_hours <= set_hours + 1;
                set_count <= 0;
            end
        end
        2'b01:
        begin
            set_count <= set_count + 1;
            if (set_count == 62500000)
            begin
                if (set_minutes == 6'd50) begin
                    set_minutes <= 0;
                    set_hours <= set_hours + 1;
                end
                else set_minutes <= set_minutes + 6'd10;
                set_count <= 0;
            end
        end
        default: set_count <= 0;
        endcase
    end
end
endmodule
`timescale 1ns / 1ps
module segment(
input [3:0] number,
output reg [0:6] segments);
always@*
    case(number)
    4'd0: segments = 7'b0000001;
    4'd1: segments = 7'b1001111;
    4'd2: segments = 7'b0010010;
    4'd3: segments = 7'b0000110;
    4'd4: segments = 7'b1001100;
    4'd5: segments = 7'b0100100;
    4'd6: segments = 7'b0100000;
    4'd7: segments = 7'b0001111;
    4'd8: segments = 7'b0000000;
    4'd9: segments = 7'b0000100;     
    endcase
endmodule
File: run.sh
#!/bin/bash
# OpenROAD 26Q1-2900-gdf79404cd8, Yosys 0.63+post, stock flow scripts
make -C /OpenROAD-flow-scripts/flow DESIGN_CONFIG=/design/flow/config.mk WORK_HOME=/design/flow/orfs finish
==> summary.txt <==
flow finished, numbers: outcome completed, Area leader share 0.195, Final Hold Vio Count 0, WL/cell 13.8 um, final setup violation count 0, number of enable flip-flop cells 33, Cell Type Count 74, Synth area leader dfxtp_1, Peak supply drop 0.000203 V, DRT antenna net count 0, count of unclocked register or latch pins 56, CTS Hold Buffers Added 0, Synth Area per Inst 9.03 sq um, CTS H-Tree Depth 4, synthesis area per yosys 9030 sq um, CP Max Fanout 10, Longest Clk Path Bufs 2, CP top delay family multiplexers, fraction of layout cells with a size suffix above 1 0.104, Crit-path slowest cell mux4_2, Ys Warns 0, area of the die 23200 sq um, first-pass GRT wire length 30800 um, yosys simple share 0.262, core area 22000 sq um, port buffer count 31, IO Count 32, fp util 0.411, worst hold-check path type reg -> reg, Tot Pwr 3380 uW, GPL Wtd Cong 0.825, Setup crit end kind primary output, mux frac, synth 0.0542, RSZ-0062 raised after global routing yes, Lkg Pwr 0.00375 uW, DP Area 9620 sq um, clk_skew 0.0100 ns, Log Warnings 39, setup ws final 0.107 ns, first-pass detailed-route iteration total 15, area fraction in compound gates 0.106, drt total wl 18200 um, worst hold slack 0.427 ns, Post-Layout Cell Count 1324, endpoints left unconstrained 56, post-synth design cell area 9030 sq um, Vias 6974, final instance area 10300 sq um, ANT cells 0, Period minus WS final 3.69 ns, Worst-Margin Slew 0.664 ns, TritonCTS buffer count 17, Buf/Inv on CP 1, origin of the worst setup path set_minutes[1]$_SDFFE_PP0P_, CP cell instances ha_2 > mux2_2 > o221ai_4 > nand2_2 > a21oi_4 > nor3_1 > dlxtp_1 > mux4_2 > clkdlybuf4s50_1, critical path class reg -> out, most frequent cells after synthesis nor2_1, dfxtp_1, nand2_1, XOR-XNOR Cells, Area Fraction 0.0979, largest net degree at the start of global routing 32, Die Width 152 um, total track usage 0.164, Power Dens Cells 327 nW/um^2, Max Clk Rate 271 MHz, #FFs+latches synth 177, Die Ht 152 um, DR DRC count 0, DPL Wire Length 12700 um, Latency at later pin 0.42 ns, CTS tree built, Top FF cell, synth dfxtp_1, Filler Cell Count 2001, # rows 54, crit path DRT 3.04 ns, post-route clock period utilization 0.972, number of global-route vias before repair 6174, startpoint types flip-flop, worst r2r src minutes[0]$_SDFF_PP0_, Critical Path Max Stage Delay 0.45 ns, FFs w/ async S/R, synth 0, Placement Setup Slack 0.0866 ns, final slew viol count 0, CTS root buf clkbuf_16, # Cells Yosys 1000, initial antenna violation count 0, hold_sp phai.counter[0]$_DFF_P_, global route total overflow 0, Cell area leaders dfxtp_1, edfxtp_1, dlxtp_1, top-count cell post-synth nor2_1, Syn Inst Count 1000, Top non-seq family simple AND/OR/NAND/NOR gates, Max-cap violations 0, Via density 5.27, area grow syn2layout 14.4%, Adders+Majority by Area 0.0432, clk slew on worst S/H paths 0.06 ns, Crit path arrival time 2.93 ns, Iter 0 DRT Violations 445, Slew HR 0.554, dpl cells 1288
[state kept, by name, summed over array words and instances (netlist names)]
register / count
phai.counter: 14
phai.hrs0.segments: 7
trai.counter: 14
trai.hrs1.segments: 7
trai.min0.segments: 7
count: 31
trai.hrs0.segments: 7
set_hours: 6
hours: 6
phai.min1.segments: 7
seconds: 6
led5_b: 1
led: 1
minutes: 6
trai.min1.segments: 7
phai.min0.segments: 7
set_count: 31
set_minutes: 5
phai.hrs1.segments: 7
[cells by family (layout without fill, tap and decap cells)]
group           after synthesis  after routing
simple gates                424            424
compound gates              147            147
latches                      56             56
mux                          31             31
flops                       121            121
xor+xnor                    101            101
other cells                   1             28
buf+inv                      90            107
fa+ha+maj                    29             29
[layout by cell type, fill, tap and decap left out, types with 11 or more instances in the layout]
master	Yosys	final
nor3_1	25	23
and4_1	15	15
nand4_1	32	32
dfxtp_1	88	72
edfxtp_1	33	33
clkbuf_16	0	17
ha_1	24	22
o21ai_0	32	31
xor2_1	42	42
nand2b_1	12	11
a21oi_1	38	36
inv_1	36	32
nor4_1	11	11
nand3_1	47	47
clkdlybuf4s50_1	0	31
nor2b_1	22	22
nor2_1	109	108
xnor2_1	59	59
mux2i_1	14	14
and3_1	22	22
conb_1	1	28
dlxtp_1	56	56
mux4_2	14	14
nand2_1	63	62
or3_1	16	15
[metrics by stage]
stage          setup TNS (ns)  utilization
2_1_floorplan               0            -
3_3_place_gp                0        0.438
3_5_place_dp                0        0.438
4_1_cts                     0        0.466
5_1_grt               -0.0105        0.470
6_report                    0        0.470
[timing repair]
| item | 4_1_cts | 5_1_grt |
|---|---|---|
| pin swaps | 0 | 4 |
| setup buffers | 0 | 5 |
| resized | 24 | 21 |
| setup endpoints to repair | 11 | 9 |
[layer usage]
metal	wire length (um)	global-route usage	up-vias	part of all wire
met2	7850	0.242	62	0.43
met5	0	0	-	0
met4	146	0.0146	0	0.0080
met1	9820	0.276	3288	0.54
li1	-	-	3615	-
met3	395	0.0191	9	0.022
[cell type report]
type	instances	area [sq um]	share of cell area
Tap cell	280	350	0.0339
Clock inverter	14	123	0.0119
Inverter	36	135	0.0131
Multi-Input combinational cell	760	5290	0.512
Sequential cell	177	3630	0.352
Timing Repair Buffer	39	370	0.0359
Clock buffer	18	429	0.0416
[where the power goes]
group	total, uW	leakage (uW)	internal (uW)	switching, uW
Combinational	361	0.00201	163	198
Clock	1520	0.000267	901	615
Sequential	1510	0.00147	1430	71.6
[worst paths after layout]
check	endpoint	slack, ns	depth (start not counted)
max	seg1[0]	0.11	9
min reg2reg	phai.counter[0]$_DFF_P_	0.43	1
max reg2reg	hours[0]$_SDFF_PP0_	1.38	6
min	phai.counter[0]$_DFF_P_	0.43	1
No activity file was given, so power comes from the tool's default toggle rates.
